## flow/run.sh

```bash
#!/bin/bash
# OpenROAD 26Q1-2900-gdf79404cd8, Yosys 0.63+post, stock flow scripts
make -C /OpenROAD-flow-scripts/flow DESIGN_CONFIG=/design/flow/config.mk WORK_HOME=/design/flow/orfs finish
```

## flow/config.mk

```make
export PLATFORM = sky130hd
export DESIGN_NAME = basic_uart
export DESIGN_NICKNAME = basic_uart
export VERILOG_FILES = /design/flow/design.v
export SDC_FILE = /design/flow/constraint.sdc
export NUM_CORES = 4
export LEC_CHECK = 1
export CORE_UTILIZATION = 50
```

## flow/constraint.sdc

```tcl
current_design basic_uart

set clk_period 3.6
set clk_io_pct 0.2

create_clock -name clk0 -period $clk_period [get_ports {sys_clk}]

set non_clock_inputs [all_inputs -no_clocks]
set_input_delay [expr $clk_period * $clk_io_pct] -clock clk0 $non_clock_inputs
set_output_delay [expr $clk_period * $clk_io_pct] -clock clk0 [all_outputs]
```

## flow/design.v

```verilog
`timescale 1ns / 1ps  
module basic_uart(
    input                   sys_clk,
    input                   rst,
    input    			    rx_dat_ser,
    output      [7 :0]      rx_dat, 
    output                  rx_dat_ev, 
    output                  tx_dat_ser,
    output                  tx_done_ev,
    output                  tx_ready,
    output                  tx_wr_ev
    );
    wire [7:0]  tx_dat;
    parameter [31:0]      CLK_FRE   			=	50*1000000;
	parameter [31:0]      BAUD_RATE 			=	1800;
	parameter [15:0]      DIVISOR   			=	CLK_FRE/BAUD_RATE;
    parameter             TRANS_BIT_ORDER   	=   1'b0;
	parameter [1 :0]      TRANS_STOP_BIT_NUM    =   2'b1;
    parameter             REC_BIT_ORDER         =   1'b0;
    parameter             STI_MODE              =   1'b1;
    basic_uart_transceiver i_uart_transceiver(
                    .clk(sys_clk),
                    .rst(~rst),
                    .tx_wr_ev(tx_wr_ev),
                    .rx_dat_ser(rx_dat_ser),
					.divisor(DIVISOR),
                    .tx_dat(tx_dat),
					.trans_bit_order(TRANS_BIT_ORDER),
					.trans_stop_bit_num(TRANS_STOP_BIT_NUM),
			        .rec_bit_order(REC_BIT_ORDER),
                    .rx_dat(rx_dat), 
                    .tx_dat_ser(tx_dat_ser),
                    .rx_dat_ev(rx_dat_ev),
                    .tx_done_ev(tx_done_ev),
                    .tx_ready(tx_ready));
     uart_sti i_uart_sti(
              .clk(sys_clk),
              .rst_n(rst),
              .rx_dat(rx_dat),
              .rx_dat_ev(rx_dat_ev),
	 		  .tx_dat(tx_dat),
              .tx_ready(tx_ready),
              .tx_wr_ev(tx_wr_ev));
endmodule
`timescale 1ns / 1ps
module basic_uart_receiver
(
	input                        clk,               
	input                        rst,             
	input                        rx_dat_ser,             
    input         [15:0]         divisor,      
    input                        rec_bit_order,
	output reg    [7:0]          rx_dat,           
	output reg                   rx_dat_ev     
);
    localparam                       IDLE      = 1;
    localparam                       START     = 2;  
    localparam                       RECEIVE   = 3;  
    localparam                       STOP      = 4;  
    reg     [2 :0]                   state;
    reg                              rx_d0;          
    reg                              rx_d1;        
    reg     [7 :0]                   rx_bits;        
    reg     [15:0]                   rec_cnt;        
    reg     [2 :0]                   bit_cnt;        
    always@(posedge clk or posedge rst) begin
    	if(rst) begin
    		rx_d0 <= 1'b1;
    		rx_d1 <= 1'b1;	
    	end else begin
    		rx_d0 <= rx_dat_ser;
    		rx_d1 <= rx_d0;
    	end
    end
    always@(posedge clk or posedge rst) begin
        if(rst) begin
    		state      <= IDLE;
            rec_cnt    <= 16'b0;
            bit_cnt    <= 3'b0;
            rx_dat <= 7'b0;
            rx_dat_ev   <= 1'b0;
            rx_bits    <= 8'b0;
        end else begin
    	    case(state)
                IDLE:begin
                           if(rx_d1 == 1'b0) begin
    	    		       	state <= START;
                           end else begin
    	    		       	state <= IDLE;
                           end
                     end
    	    	START:
                    if(rec_cnt == divisor - 1) begin
                        rec_cnt  <= 16'b0;
    	    			state    <= RECEIVE;
                    end else begin
    	    			state    <= START;
                        rec_cnt  <= rec_cnt + 1'b1;
                    end
                RECEIVE:begin
                            if(rec_cnt == divisor - 1) begin
                                rec_cnt <= 16'b0;
                                if(bit_cnt == 3'd7) begin
                                    bit_cnt  <= 3'd0;
    	    		        	    state    <= STOP;
                                    rx_dat_ev <= 1'b1;
                                end else begin
                                    bit_cnt  <= bit_cnt + 1'b1;
                                    rx_dat_ev <= 1'b0;
                                end
                            end else begin
                                rec_cnt  <= rec_cnt + 1'b1;
    	    		        	state    <= RECEIVE;
                                rx_dat_ev <= 1'b0;
                            end
                            if(rec_cnt == divisor/2) begin
                                if(rec_bit_order) 
                                    rx_bits[3'd7 - bit_cnt] <= rx_d1;
                                else
                                    rx_bits[bit_cnt] <= rx_d1;
                            end else begin
                                rx_bits <= rx_bits;
                            end
                        end
                STOP:begin
                            if(rx_dat_ev) begin 
    	    	                rx_dat <= rx_bits; 
                            end else begin
                                rx_dat <= rx_dat; 
                            end
                            rx_dat_ev <= 1'b0;
                            if(rec_cnt == divisor - 1) begin
                                rec_cnt  <= 16'b0;
    	    		        	state    <= IDLE;
                            end else begin
                                rec_cnt  <= rec_cnt + 1'b1;
    	    		        	state    <= STOP;
                            end
                       end
    	    	default:
    	    		state <= IDLE;
    	    endcase
        end
    end
endmodule 
`timescale 1ns / 1ps
module basic_uart_transceiver(
    input                   clk,
    input                   rst,
    input                   tx_wr_ev,
    input                   rx_dat_ser,
	input       [15:0]      divisor,      
    input       [7 :0]      tx_dat,
	input                   trans_bit_order,
	input       [1 :0]      trans_stop_bit_num,
	input                   rec_bit_order,
    output      [7 :0]      rx_dat, 
    output                  tx_dat_ser,
    output                  rx_dat_ev,
    output                  tx_done_ev,
    output                  tx_ready
    );
    basic_uart_transmitter uart_transmitter_i(
                     .clk(clk),
                     .rst(rst),
                     .tx_wr_ev(tx_wr_ev),
                     .tx_dat(tx_dat),
					 .divisor(divisor),
					 .stop_bit_num(trans_stop_bit_num),
					 .trans_bit_order(trans_bit_order),
                     .tx_dat_ser(tx_dat_ser),
                     .tx_done_ev(tx_done_ev),
                     .tx_ready(tx_ready));
    basic_uart_receiver uart_receiver_i(
                  .clk(clk),
                  .rst(rst),
                  .rx_dat_ser(rx_dat_ser),
			      .rec_bit_order(rec_bit_order),
			      .divisor(divisor),
                  .rx_dat(rx_dat), 
                  .rx_dat_ev(rx_dat_ev));
endmodule
`timescale 1ns / 1ps
module basic_uart_transmitter(
    input                   clk,
    input                   rst,
    input                   tx_wr_ev,
    input       [7 :0]      tx_dat,
	input       [15:0]      divisor,  
	input       [1 :0]      stop_bit_num,
	input                   trans_bit_order, 
    output  reg             tx_dat_ser,
    output  reg             tx_done_ev,
    output  reg             tx_ready
    );
    parameter IDLE          = 2'b00;
    parameter START         = 2'b01;
    parameter TRANSMIT      = 2'b10;
    parameter STOP          = 2'b11;
    reg [15:0]      trans_cnt;
   	reg [7 :0]      tx_dat_vault;
   	reg [3 :0]      trans_bit_cnt;
    reg [1 :0]      state;
    reg [1 :0]      stop_bit_cnt;
    always@(posedge clk or posedge rst) begin
        if(rst) begin
            state           <= IDLE;
            tx_dat_ser      <= 1'b1; 
            tx_done_ev      <= 1'b0;
            tx_dat_vault    <= 8'h00;
            tx_ready        <= 1'b1;
            stop_bit_cnt    <= 2'b0;
            trans_cnt       <= 16'b0;
            trans_bit_cnt   <= 4'b0;
        end else begin
            case(state) 
                IDLE    : begin
                              if(tx_wr_ev) begin   
                                  state        <= START;
                                  tx_dat_vault <= tx_dat;
                                  tx_dat_ser   <= 1'b0; 
                                  tx_ready     <= 1'b0;
                              end else begin
                                  state        <= IDLE;
                                  tx_dat_vault <= tx_dat_vault;
                                  tx_dat_ser   <= 1'b1; 
                                  tx_ready     <= 1'b1;
                              end
                          end
                START   : begin
                              if(trans_cnt == divisor - 1'b1) begin
                                  trans_cnt  <= 16'b0;
                                  state      <= TRANSMIT;
                                  tx_dat_ser <= tx_dat_vault[0]; 
                              end else begin
                                  trans_cnt  <= trans_cnt + 1'b1;
                                  state      <= START;
                                  tx_dat_ser <= 1'b0; 
                              end
                          end
                TRANSMIT: begin
                              if(trans_cnt == divisor - 1'b1) begin
                                  trans_cnt  <= 16'b0;
                                  if(trans_bit_cnt == 4'd7) begin
                                      trans_bit_cnt <= 4'd0;
                                      state         <= STOP;
                                      tx_done_ev    <= 1'b1;
                                  end else begin
                                      trans_bit_cnt <= trans_bit_cnt + 1'b1;
                                      state         <= TRANSMIT;
                                      tx_done_ev    <= 1'b0;
                                  end
                              end else begin
                                  trans_cnt  <= trans_cnt + 1'b1;
                                  state      <= TRANSMIT;
                                  tx_done_ev <= tx_done_ev;
                                  if(trans_bit_order) 
                                      tx_dat_ser <= tx_dat_vault[4'd7 - trans_bit_cnt];
                                  else
                                      tx_dat_ser <= tx_dat_vault[trans_bit_cnt];
                              end
                          end
                STOP    : begin
                              tx_done_ev    <= 1'b0;
                              if(trans_cnt == divisor - 1'b1) begin
                                  trans_cnt  <= 16'b0;
                                  if(stop_bit_cnt == stop_bit_num - 1'b1) begin
                                      stop_bit_cnt <= 2'b0;
                                      state     <= IDLE;
                                      tx_ready  <= 1'b1;
                                  end else begin
                                      state     <= STOP;
                                      tx_ready  <= 1'b0;
                                      stop_bit_cnt <= stop_bit_cnt + 1'b1;
                                  end
                              end else begin
                                  trans_cnt  <= trans_cnt + 1'b1;
                                  state      <= STOP;
                                  tx_ready   <= tx_ready;
                              end
                              tx_dat_ser <= 1'b1; 
                          end
                default : begin
                              state           <= IDLE;
                              tx_dat_ser      <= 1'b1; 
                              tx_done_ev      <= 1'b0;
                              tx_dat_vault    <= 8'h00;
                              tx_ready        <= 1'b1;
                              stop_bit_cnt    <= 2'b0;
                              trans_cnt       <= 16'b0;
                              trans_bit_cnt   <= 4'b0;
                          end
            endcase
        end
    end
endmodule
module uart_sti(
    input                           clk,
    input                           rst_n,
    input            [7:0]          rx_dat,
    input                           rx_dat_ev, 
    input                           tx_ready,
    output    reg    [7:0]          tx_dat,
    output    reg                   tx_wr_ev
);
localparam                       IDLE    =  0;
localparam                       SEND    =  1;   
localparam                       WAIT    =  2;   
reg             [7:0]            tx_str;
reg             [7:0]            tx_cnt;
reg             [31:0]           wait_cnt;
reg             [3:0]            state;
wire            [7:0]            rx_data;
always@(posedge clk or negedge rst_n) begin
	if(rst_n == 1'b0)
	begin
		wait_cnt <= 32'd0;
		tx_dat <= 8'd0;
		state <= IDLE;
		tx_cnt <= 8'd0;
		tx_wr_ev <= 1'b0;
	end else
	    case(state)
	    	IDLE:
	    		state <= SEND;
	    	SEND:
	    	begin
	    		wait_cnt <= 32'd0;
	    		tx_dat <= tx_str;
	    		if(tx_wr_ev == 1'b1 && tx_ready == 1'b1 && tx_cnt < 8'd37) 
	    		begin
	    			tx_cnt <= tx_cnt + 8'd1;  
	    		end
	    		else if(tx_wr_ev && tx_ready) 
	    		begin
	    			tx_cnt   <= 8'd0;
	    			tx_wr_ev <= 1'b0;
	    			state    <= WAIT;
	    		end
	    		else if(~tx_wr_ev)
	    		begin
	    			tx_wr_ev <= 1'b1;
	    		end
	    	end
	    	WAIT:
	    	begin
	    		wait_cnt <= wait_cnt + 32'd1;
                if(wait_cnt >= 32'd99999999) begin  
	    			state    <= SEND;
                    wait_cnt <= 32'd0;
                end 
                if(rx_dat_ev) begin
                    tx_wr_ev <= 1'b1;
                    tx_dat   <= rx_dat;
                end else if(tx_wr_ev && tx_ready) begin
                    tx_wr_ev <= 1'b0;
                end 
	    	end
	    	default:
	    		state <= IDLE;
	    endcase
end
always@(*) begin
	case(tx_cnt)
		8'd0 :  tx_str <= "s";
		8'd1 :  tx_str <= "a";
		8'd2 :  tx_str <= "p";
		8'd3 :  tx_str <= "i";
		8'd4 :  tx_str <= "e";
		8'd5 :  tx_str <= "n";
		8'd6 :  tx_str <= "s";
		8'd7 :  tx_str <= ":";
		8'd8 :  tx_str <= "a";
		8'd9 :  tx_str <= " ";
		8'd10:  tx_str <= "b";
		8'd11:  tx_str <= "r";
		8'd12:  tx_str <= "i";
		8'd13:  tx_str <= "e";
		8'd14:  tx_str <= "f";
		8'd15:  tx_str <= " ";
		8'd16:  tx_str <= "h";
		8'd17:  tx_str <= "i";
		8'd18:  tx_str <= "s";
		8'd19:  tx_str <= "t";
		8'd20:  tx_str <= "o";
		8'd21:  tx_str <= "r";
		8'd22:  tx_str <= "y";
		8'd23:  tx_str <= " ";
		8'd24:  tx_str <= "o";
		8'd25:  tx_str <= "f";
		8'd26:  tx_str <= " ";
		8'd27:  tx_str <= "h";
		8'd28:  tx_str <= "u";
		8'd29:  tx_str <= "m";
		8'd30:  tx_str <= "a";
		8'd31:  tx_str <= "n";
		8'd32:  tx_str <= "k";
		8'd33:  tx_str <= "i";
		8'd34:  tx_str <= "n";
		8'd35:  tx_str <= "d";
		8'd36:  tx_str <= "\r";
		8'd37:  tx_str <= "\n";
		default:tx_str <= 8'd0;
	endcase
end
endmodule
```

==> reports/qor.tcl <==
set qor(post_route_cells_drive_above_1_share_pct) 12.3
set qor(yosysTopAreaCellShare_pct) 45.1
set qor(layout.cells.non_filler) 882
set qor(timing.final.hold_violations) 0
set qor(drt-initial-drc-count) 343
set qor(syn_inst) 685
set qor(drt-total-wl_mm) 13.5
set qor(numPlacedInstances) 850
set qor(postSynth.asyncResetShare_pct) 100
set qor(remaining_drc_errors) 0
set qor(dieWidth_um) 119
set qor(finalWeightedCongestion) 0.862
set qor(grt_start_max_net_pins) 55
set qor(number_of_cells_in_the_yosys_synthesis_report) 685
set qor(topCellsByArea) {sky130_fd_sc_hd__dfrtp_1 45%, sky130_fd_sc_hd__mux2_2 4.6%, sky130_fd_sc_hd__o21ai_0 4.2%}
set qor(clockRootBuffer) {sky130_fd_sc_hd__clkbuf_16}
set qor(insertion_delay_ns) 0.41
set qor(cp_max_fo) 7
set qor(detailedPlacementHpwl_mm) 8.99
set qor(clkPwrFrac_pct) 54.7
set qor(total_leakage_power_nw) 3.35
set qor(cts_tree) {done}
set qor(post-cts-setup-buffers) 0
set qor(global_route_wire_length_before_repair_mm) 23.5
set qor(end_kind) {flip-flop}
set qor(timing_worst_setup_path_type) {flip-flop to flip-flop}
set qor(cellInternalPower_mw) 2.71
set qor(enable_flop_cells) 0
set qor(ys_seq_share_pct) 47.7
set qor(cts_hold_buf) 0
set qor(first_global_vias) 4910
set qor(setup_violations) 0
set qor(netSwitchingPower_mw) 0.634
set qor(yosys.area_share.aoi_pct) 15.2
set qor(cts_repair_resized_insts) 0
set qor(syn_area_um2) 6890
set qor(drt_pass1_iterations) 5
set qor(yosys.stat.chipArea_um2) 6890
set qor(type_of_origin_of_the_critical_path) {flip-flop}
set qor(drt-vias-per-instance) 5.85
set qor(timing_worst_slew_pin_value_ns) 0.712
set qor(final_max_slew_viol_count) 0
set qor(timing.setup.tns_ns) 0
set qor(status) {finished, final reports clean}
set qor(seqPwrFrac_pct) 44.3
set qor(port_buffers) 15
set qor(synthXorXnorAreaFrac_pct) 3.18
set qor(yosys.cell_count.top_type) {sky130_fd_sc_hd__dfrtp_1}
set qor(slowest_delay_ns) 0.43
set qor(final_clock_skew_ns) 0.00591
set qor(worstPathCellList) {inv_1, ha_1, nor4b_1, nand2_1, nor4_2, nand2_1, nor4b_1, mux2_2}
set qor(global_route.overflow_total) 0
set qor(worstPathRequired_ns) 3.89
set qor(synth.cells.most_frequent) {124 x sky130_fd_sc_hd__dfrtp_1, 67 x sky130_fd_sc_hd__nand2_1, 58 x sky130_fd_sc_hd__o21ai_0}
set qor(slew_headroom_pct) 52.5
set qor(area_growth_syn_to_layout_pct) 13.0
set qor(synth.cellmix.adderShare_pct) 4.00
set qor(clock_tree.buffer_depth) 2
set qor(yosys_warnings) 3
set qor(placement_rows) 42
set qor(slowest_stage) {sky130_fd_sc_hd__nor4_2}
set qor(syn-mean-instance-area_um2) 10.1
set qor(timing.hold.worst.class) {primary input to asynchronous set/reset pin}
set qor(worstPathArrival_ns) 2.86
set qor(insertedDiodeCount) 0
set qor(nFillCells) 1107
set qor(cell_type_contributing_the_most_total_cell_area_after_synthesis) {sky130_fd_sc_hd__dfrtp_1}
set qor(floorplan.die.height_um) 119
set qor(clkSlewWorstSetupHoldPaths_ns) 0.05
set qor(route.antenna.remaining_nets) 0
set qor(yosys-mux-area-fraction_pct) 7.63
set qor(power_per_cell_area_nw_per_um2) 431
set qor(yosys.cell_types.count) 65
set qor(reg2reg_setup_slack_ns) 1.03
set qor(ys_top_logic_family) {simple AND/OR/NAND/NOR gates}
set qor(fraction_of_the_cycle_the_final_worst_path_needs_pct) 71.3
set qor(openroad.warnings) 38
set qor(dr_total_vias) 5157
set qor(chip_area_um2) 14200
set qor(synthSimpleGateAreaFrac_pct) 18.4
set qor(placeable_area_um2) 13300
set qor(max-cap-violations) 0
set qor(gr-usage-all-layers_pct) 21.0
set qor(numCtsBuffers) 17
set qor(power.share.combinational_pct) 1.1
set qor(dr_wl_cell_um) 15.3
set qor(fmax_mhz) 390
set qor(finalWorstPathRequiredPeriod_ns) 2.57
set qor(setup_repair_after_global_routing_missed_its_margin) {no}
set qor(htree_num_levels) 4
set qor(synth_top_flop_cell) {sky130_fd_sc_hd__dfrtp_1}
set qor(synth_flop_count) 131
set qor(tritoncts_num_sinks) 131
set qor(ios) 16
set qor(worst_ir_drop_vdd_mv) 0.309
set qor(switching_share_pct) 18.9
set qor(grt_antenna_before_repair) 0
set qor(fp_util_pct) 51.6
-- worst max-delay path, delay by kind of cell (launching register included) --
family                   cells  cell delay (ns)
multiplexers                 1             0.38
AND/OR/NAND/NOR              5             1.42
flip-flops                   1             0.39
buffers and inverters        1             0.10
adder cells (fa/ha/maj)      1             0.16
-- kinds of logic (layout without fill, tap and decap cells) --
group | Yosys count | count (layout)
simple gates | 239 | 239
compound gates | 165 | 165
flops | 131 | 131
buf+inv | 58 | 79
mux | 44 | 44
xor+xnor | 25 | 25
fa+ha+maj | 22 | 22
other cells | 1 | 1
-- routing by layer --
| metal | global-route usage (%) | share of wire (%) |
|---|---|---|
| met5 | 0 | 0 |
| met4 | 3.05 | 1.4 |
| met3 | 3.72 | 3.7 |
| met2 | 31.2 | 45 |
| met1 | 34.9 | 50 |
-- registers in the layout, indices dropped and copies added (netlist names), 2 cells and up --
register,count
i_uart_sti.state,3
i_uart_transceiver.uart_transmitter_i.state,4
i_uart_transceiver.uart_transmitter_i.trans_bit_cnt,4
i_uart_transceiver.uart_receiver_i.rec_cnt,16
i_uart_transceiver.uart_transmitter_i.stop_bit_cnt,2
i_uart_transceiver.uart_receiver_i.state,4
i_uart_transceiver.uart_transmitter_i.trans_cnt,16
i_uart_transceiver.uart_transmitter_i.tx_dat_vault,8
i_uart_sti.tx_dat,8
i_uart_transceiver.uart_receiver_i.bit_cnt,3
i_uart_sti.tx_cnt,8
i_uart_transceiver.uart_receiver_i.rx_bits,8
i_uart_transceiver.uart_receiver_i.rx_dat,8
i_uart_sti.wait_cnt,32
-- layout make-up --
class | instances | area, um^2 | area share (%)
Multi-Input combinational cell | 496 | 3330 | 42.9
Sequential cell | 131 | 3290 | 42.3
Clock buffer | 23 | 488 | 6.27
Tap cell | 176 | 220 | 2.83
Timing Repair Buffer | 20 | 198 | 2.54
Clock inverter | 9 | 150 | 1.93
Inverter | 27 | 101 | 1.30
-- path summary, 6_finish.rpt --
| check | end | start | cells after the start |
|---|---|---|---|
| worst max-delay path | i_uart_transceiver.uart_receiver_i.rx_bits[0] | i_uart_transceiver.uart_receiver_i.rec_cnt[0] | 8 |
| worst min-delay path | asynchronous set/reset pin | rst | 1 |
| worst max register to register | i_uart_transceiver.uart_receiver_i.rx_bits[0] | i_uart_transceiver.uart_receiver_i.rec_cnt[0] | 8 |
| worst min register to register | i_uart_transceiver.uart_receiver_i.rx_d1 | i_uart_transceiver.uart_receiver_i.rx_d0 | 0 |
| max in group asynchronous | i_uart_transceiver.uart_receiver_i.rec_cnt[15] | rst | 2 |
| min in group clk0 | i_uart_transceiver.uart_receiver_i.rx_d1 | i_uart_transceiver.uart_receiver_i.rx_d0 | 0 |
-- per-stage QoR --
stage	total power, mW	setup slack [ns]	cell area, um^2	utilization [%]	hold slack (ns)
after floorplan	1.51	1.47	6890	-	0.345
after global placement	1.55	1.20	7140	53.5	0.349
after detailed placement	1.55	1.13	7140	53.5	0.347
after CTS	3.39	1.07	7780	58.3	0.359
after global routing	3.46	0.778	7780	58.3	0.360
final	3.35	1.03	7780	58.3	0.357
-- placed cells by master (no fill, tap or decap), types with 5 or more instances in the layout --
| cell | instances |
|---|---|
| sky130_fd_sc_hd__a21oi_1 | 25 |
| sky130_fd_sc_hd__a22o_1 | 7 |
| sky130_fd_sc_hd__a22oi_1 | 6 |
| sky130_fd_sc_hd__a31oi_1 | 21 |
| sky130_fd_sc_hd__a41oi_1 | 7 |
| sky130_fd_sc_hd__and2_1 | 10 |
| sky130_fd_sc_hd__and3_1 | 16 |
| sky130_fd_sc_hd__and4_1 | 7 |
| sky130_fd_sc_hd__buf_4 | 5 |
| sky130_fd_sc_hd__clkbuf_16 | 17 |
| sky130_fd_sc_hd__clkdlybuf4s50_1 | 14 |
| sky130_fd_sc_hd__dfrtp_1 | 124 |
| sky130_fd_sc_hd__dfstp_2 | 7 |
| sky130_fd_sc_hd__ha_1 | 22 |
| sky130_fd_sc_hd__inv_1 | 27 |
| sky130_fd_sc_hd__mux2_2 | 28 |
| sky130_fd_sc_hd__mux2i_1 | 12 |
| sky130_fd_sc_hd__nand2_1 | 67 |
| sky130_fd_sc_hd__nand2b_1 | 8 |
| sky130_fd_sc_hd__nand3_1 | 34 |
| sky130_fd_sc_hd__nand4_1 | 12 |
| sky130_fd_sc_hd__nor2_1 | 36 |
| sky130_fd_sc_hd__nor3_1 | 10 |
| sky130_fd_sc_hd__nor4_1 | 6 |
| sky130_fd_sc_hd__o21ai_0 | 58 |
| sky130_fd_sc_hd__o22ai_1 | 5 |
| sky130_fd_sc_hd__o31ai_1 | 6 |
| sky130_fd_sc_hd__or3_1 | 5 |
| sky130_fd_sc_hd__xnor2_1 | 15 |
| sky130_fd_sc_hd__xor2_1 | 10 |
-- power by group through the flow --
stage | registers (mW) | clock network [mW] | logic [mW]
CTS | 1.48 | 1.87 | 0.0393
global route | 1.48 | 1.93 | 0.0434
finish | 1.48 | 1.83 | 0.0362
Power and IR drop assume default switching activity.
